## run.sh

```bash
#!/bin/bash
# OpenROAD 26Q1-2900-gdf79404cd8, Yosys 0.63+post, stock flow scripts
make -C /OpenROAD-flow-scripts/flow DESIGN_CONFIG=/design/flow/config.mk WORK_HOME=/design/flow/orfs finish
```

## config.mk

```make
export PLATFORM = sky130hd
export DESIGN_NAME = cpu
export DESIGN_NICKNAME = cpu
export VERILOG_FILES = /design/flow/design.v
export SDC_FILE = /design/flow/constraint.sdc
export NUM_CORES = 4
export LEC_CHECK = 1
export CORE_UTILIZATION = 30
```

## constraint.sdc

```tcl
current_design cpu

set clk_period 87.1
set clk_io_pct 0.2

create_clock -name clk0 -period $clk_period [get_ports {clk}]

set non_clock_inputs [all_inputs -no_clocks]
set_input_delay [expr $clk_period * $clk_io_pct] -clock clk0 $non_clock_inputs
set_output_delay [expr $clk_period * $clk_io_pct] -clock clk0 [all_outputs]
```

## design.v

```verilog
module alu32 ( input [5:0] op,       
               input [31:0] rv1,     
               input [31:0] rv2,     
               output [31:0] rvout   
             );
    localparam ADD   = 6'd0;
    localparam SLL   = 6'd1;
    localparam SLT   = 6'd2;
    localparam SLTU  = 6'd3;
    localparam XOR   = 6'd4;
    localparam SRL   = 6'd5;
    localparam OR    = 6'd6;
    localparam AND   = 6'd7;
    localparam SRA   = 6'd8;
    localparam SUB   = 6'd9;
    reg [31:0] rvout_r;
    always @(op, rv1, rv2) begin
        case(op)
            ADD:
                rvout_r = rv1 + rv2;
            SUB:
                rvout_r = rv1 - rv2;
            SLL:
                rvout_r = rv1 << rv2;
            SLT:
                rvout_r = $signed(rv1) < $signed(rv2);
            SLTU:
                rvout_r = rv1 < rv2;
            XOR:
                rvout_r = rv1 ^ rv2;
            SRL:
                rvout_r = rv1 >> rv2;
            SRA:
                rvout_r = $signed(rv1) >>> rv2;
            OR:
                rvout_r = rv1 | rv2;
            AND:
                rvout_r = rv1 & rv2;
            default:
                rvout_r = 32'b0;
        endcase
    end
    assign rvout = rvout_r;
endmodule
module control ( input [31:0] idata,     
                 input reset,            
                 output branch,          
                 output jump,            
                 output dMEMToReg,       
                 output [5:0] aluOp,     
                 output [4:0] rs1,       
                 output [4:0] rs2,       
                 output [4:0] rd,        
                 output regOrImm,        
                 output regWrite         
               );
    reg dMEMToReg_r, regOrImm_r, regWrite_r, branch_r, jump_r;
    reg [5:0] aluOp_r;
    reg [4:0] rs1_r, rs2_r, rd_r;
    localparam LUI = 7'b0110111;
    localparam AUIPC = 7'b0010111;
    localparam JAL = 7'b1101111;
    localparam JALR = 7'b1100111;
    localparam BXX = 7'b1100011;
    localparam LXX = 7'b0000011;
    localparam SXX = 7'b0100011;
    localparam IXX = 7'b0010011;
    localparam RXX = 7'b0110011;
    always @(idata) begin
        case(idata[6:0])
            LUI,
            AUIPC: begin
                branch_r = 1'b0;
                jump_r = 1'b0;
                dMEMToReg_r = 1'b0;
                aluOp_r = 6'd0;
                rs1_r = 5'd0;
                rs2_r = 5'd0;
                rd_r = idata[11:7];
                regOrImm_r = 1'b1;
                regWrite_r = 1'b1;
            end
            JAL: begin
                branch_r = 1'b0;
                jump_r = 1'b1;
                dMEMToReg_r = 1'b0;
                aluOp_r = 6'd0;
                rs1_r = 5'd0;
                rs2_r = 5'd0;
                rd_r = idata[11:7];
                regOrImm_r = 1'b0;
                regWrite_r = 1'b1;
            end
            JALR: begin
                branch_r = 1'b0;
                jump_r = 1'b1;
                dMEMToReg_r = 1'b0;
                aluOp_r = 6'd0;
                rs1_r = idata[19:15];
                rs2_r = 5'd0;
                rd_r = idata[11:7];
                regOrImm_r = 1'b0;
                regWrite_r = 1'b1;
            end
            BXX: begin
                branch_r = 1'b1;
                jump_r = 1'b0;
                dMEMToReg_r = 1'b0;
                case(idata[14:12])
                    3'd0:    
                        aluOp_r = 6'd9;
                    3'd1:    
                        aluOp_r = 6'd9;
                    3'd4:    
                        aluOp_r = 6'd2;
                    3'd5:    
                        aluOp_r = 6'd2;
                    3'd6:    
                        aluOp_r = 6'd3;
                    3'd7:    
                        aluOp_r = 6'd3;
                    default:
                        aluOp_r = 6'd15;
                endcase
                rs1_r = idata[19:15];
                rs2_r = idata[24:20];
                rd_r = 5'd0;
                regOrImm_r = 1'b0;
                regWrite_r = 1'b0;
            end
            LXX: begin
                branch_r = 1'b0;
                jump_r = 1'b0;
                dMEMToReg_r = 1'b1;
                aluOp_r = 6'd0;
                rs1_r = idata[19:15];
                rs2_r = 5'd0;
                rd_r = idata[11:7];
                regOrImm_r = 1'b1;
                regWrite_r = 1'b1;
            end
            SXX: begin
                branch_r = 1'b0;
                jump_r = 1'b0;
                dMEMToReg_r = 1'b0;
                aluOp_r = 6'd0;
                rs1_r = idata[19:15];
                rs2_r = idata[24:20];
                rd_r = 5'd0;
                regOrImm_r = 1'b1;
                regWrite_r = 1'b0;
            end
            IXX: begin
                branch_r = 1'b0;
                jump_r = 1'b0;
                dMEMToReg_r = 1'b0;
                case (idata[14:12])
                    3'd0,    
                    3'd2,    
                    3'd3,    
                    3'd4,    
                    3'd6,    
                    3'd7:    
                        aluOp_r = {3'd0, idata[14:12]};
                    3'd1:    
                        aluOp_r = {3'd0, idata[14:12]};
                    3'd5:    
                        aluOp_r = (idata[30]) ? 6'd8:6'd5;
                    default:
                        aluOp_r = {3'd0, idata[14:12]};
                endcase
                rs1_r = idata[19:15];
                rs2_r = 5'd0;
                rd_r = idata[11:7];
                regOrImm_r = 1'b1;
                regWrite_r = 1'b1;
            end
            RXX: begin
                branch_r = 1'b0;
                jump_r = 1'b0;
                dMEMToReg_r = 1'b0;
                case(idata[14:12])
                    3'd1,    
                    3'd2,    
                    3'd3,    
                    3'd4,    
                    3'd6,    
                    3'd7:    
                        aluOp_r = {3'd0, idata[14:12]};
                    3'd0:    
                        aluOp_r = (idata[30]) ? 6'd9:6'd0;
                    3'd5:    
                        aluOp_r = (idata[30]) ? 6'd8:6'd5;
                    default:
                        aluOp_r = {3'd0, idata[14:12]};
                endcase
                rs1_r = idata[19:15];
                rs2_r = idata[24:20];
                rd_r = idata[11:7];
                regOrImm_r = 1'b0;
                regWrite_r = 1'b1;
            end
            default: begin  
                branch_r = 1'b0;
                jump_r = 1'b0;
                dMEMToReg_r = 1'b0;
                aluOp_r = 6'd0;
                rs1_r = 5'd0;
                rs2_r = 5'd0;
                rd_r = 5'd0;
                regOrImm_r = 1'b0;
                regWrite_r = 1'b0;
            end
        endcase
    end
    assign branch = ~reset & branch_r;
    assign jump = ~reset & jump_r;
    assign dMEMToReg = ~reset & dMEMToReg_r;
    assign aluOp = ~reset & aluOp_r;
    assign rs1 = ~reset & rs1_r;
    assign rs2 = ~reset & rs2_r;
    assign rd = ~reset & rd_r;
    assign regOrImm = ~reset & regOrImm_r;
    assign regWrite = ~reset & regWrite_r;
endmodule
module cpu ( input clk,              
             input reset,            
             output [31:0] iaddr,    
             input [31:0] idata,     
             output [31:0] daddr,    
             input [31:0] drdata,    
             output [31:0] dwdata,   
             output [3:0] dwe        
           );
    reg [31:0] iaddr;  
    wire dMEMMuxSel, immMuxSel;
    wire we_RF;
    wire [4:0] rs1_RF, rs2_RF, rd_RF;
    wire [31:0] wdata_RF, rv1_RF, rv2_RF;
    reg [31:0] drdata_RF;
    wire [5:0] op_ALU;
    wire [31:0] rv1_ALU, rv2_ALU, out_ALU;
    wire [31:0] immediate;
    reg [3:0] dwe_r;
    reg [31:0] maskedDWData_r;
    localparam LUI = 7'b0110111;
    localparam AUIPC = 7'b0010111;
    localparam JAL = 7'b1101111;
    localparam JALR = 7'b1100111;
    localparam BXX = 7'b1100011;
    localparam LXX = 7'b0000011;
    localparam SXX = 7'b0100011;
    localparam IXX = 7'b0010011;
    localparam RXX = 7'b0110011;
    always @(posedge clk) begin
        if (reset) begin           
            iaddr <= -4;
        end
        else begin
            if (jump) begin        
                if (idata[6:0]==JALR)
                    iaddr <= ((immediate+rv1_RF) >> 1) << 1;
                else if (idata[6:0]==JAL)
                    iaddr <= immediate + iaddr;
            end 
            else if (branch) begin     
                iaddr <= iaddr + 32'd4;
                case(idata[14:12])
                    3'd0: begin    
                        if (out_ALU == 32'b0)
                            iaddr <= immediate + iaddr;
                    end
                    3'd1: begin    
                        if (out_ALU != 32'b0)
                            iaddr <= immediate + iaddr;
                    end
                    3'd4: begin    
                        if (out_ALU == 32'b1)
                            iaddr <= immediate + iaddr;
                    end
                    3'd5: begin    
                        if (out_ALU == 32'b0)
                            iaddr <= immediate + iaddr;
                    end
                    3'd6: begin    
                        if (out_ALU == 32'b1)
                            iaddr <= immediate + iaddr;
                    end
                    3'd7: begin    
                        if (out_ALU == 32'b0)
                            iaddr <= immediate + iaddr;
                    end
                    default:
                        iaddr <= iaddr + 32'd4;
                endcase
            end else     
                iaddr <= iaddr + 32'd4; 
        end
    end
    control cntrl(
        .idata(idata),
        .reset(reset),
        .branch(branch),
        .jump(jump),
        .dMEMToReg(dMEMMuxSel),
        .aluOp(op_ALU),
        .rs1(rs1_RF),
        .rs2(rs2_RF),
        .rd(rd_RF),
        .regOrImm(immMuxSel),
        .regWrite(we_RF)
    );
    immGen ig(
        .idata(idata),
        .imm(immediate)
    );
    regfile rf(
        .clk(clk),
        .rs1(rs1_RF),
        .rs2(rs2_RF),
        .rd(rd_RF),
        .we(we_RF),
        .wdata(wdata_RF),
        .rv1(rv1_RF),
        .rv2(rv2_RF)
    );
    alu32 alu(
        .op(op_ALU),
        .rv1(rv1_ALU),
        .rv2(rv2_ALU),
        .rvout(out_ALU)
    );
    assign rv1_ALU = (idata[6:0] == JAL | idata[6:0] == JALR) ? iaddr+32'd4 : (idata[6:0] == AUIPC) ? iaddr : rv1_RF;
    assign rv2_ALU = (immMuxSel) ? immediate : rv2_RF;
    assign wdata_RF = (dMEMMuxSel) ? drdata_RF : out_ALU;
    assign dwe = {4{~reset}} & dwe_r;
    assign daddr = out_ALU;
    assign dwdata = {32{~reset}} & maskedDWData_r;
    always @(idata, daddr) begin
        if (idata[6:0] === SXX) begin
            case(idata[14:12])
                3'b000: begin                               
                    maskedDWData_r = {4{rv2_RF[7:0]}};      
                    case(daddr[1:0])
                        2'b00:
                            dwe_r = 4'b0001;
                        2'b01:
                            dwe_r = 4'b0010;
                        2'b10:
                            dwe_r = 4'b0100;
                        2'b11:
                            dwe_r = 4'b1000;
                    endcase
                end
                3'b001: begin                                
                    maskedDWData_r = {2{rv2_RF[15:0]}};      
                    case(daddr[1:0])
                        2'b00:
                            dwe_r = 4'b0011;
                        2'b10:
                            dwe_r = 4'b1100;
                        default:
                            dwe_r = 4'b0000;
                    endcase
                end
                3'b010: begin                               
                    maskedDWData_r = rv2_RF;
                    case(daddr[1:0])
                        2'b00:
                            dwe_r = 4'b1111;
                        default:
                            dwe_r = 4'b0000;
                    endcase
                end
                default: begin
                    maskedDWData_r = 32'b0;
                    dwe_r = 4'b0000;
                end
            endcase
        end
        else begin
            dwe_r = 4'b0000;
            maskedDWData_r = 32'b0;
        end
    end
    always @(drdata, idata) begin
        if (idata[6:0] === LXX) begin              
            case(idata[14:12])
                3'b000: begin                      
                    case(daddr[1:0])
                        2'b00:
                            drdata_RF = $signed(drdata[7:0]);
                        2'b01:
                            drdata_RF = $signed(drdata[15:8]);
                        2'b10:
                            drdata_RF = $signed(drdata[23:16]);
                        2'b11:
                            drdata_RF = $signed(drdata[31:24]);
                    endcase
                end
                3'b001: begin                     
                    case(daddr[1:0])
                        2'b00:
                            drdata_RF = $signed(drdata[15:0]);
                        2'b10:
                            drdata_RF = $signed(drdata[31:16]);
                        default:
                            drdata_RF = 32'b0;
                    endcase
                end
                3'b010: begin                    
                    drdata_RF = drdata;
                end
                3'b100: begin                   
                    case(daddr[1:0])
                        2'b00:
                            drdata_RF = drdata[7:0];
                        2'b01:
                            drdata_RF = drdata[15:8];
                        2'b10:
                            drdata_RF = drdata[23:16];
                        2'b11:
                            drdata_RF = drdata[31:24];
                    endcase
                end
                3'b101: begin                  
                    case(daddr[1:0])
                        2'b00:
                            drdata_RF = drdata[15:0];
                        2'b10:
                            drdata_RF = drdata[31:16];
                        default:
                            drdata_RF = 32'b0;
                    endcase
                end
                default: begin
                    drdata_RF = 32'b0;
                end
            endcase
        end
        else
            drdata_RF = 32'b0;
    end
endmodule
module immGen ( input [31:0] idata,      
                output [31:0] imm        
              );
    localparam LUI = 7'b0110111;
    localparam AUIPC = 7'b0010111;
    localparam JAL = 7'b1101111;
    localparam JALR = 7'b1100111;
    localparam BXX = 7'b1100011;
    localparam LXX = 7'b0000011;
    localparam SXX = 7'b0100011;
    localparam IXX = 7'b0010011;
    localparam RXX = 7'b0110011;
    reg [31:0] imm_r;
    always @(idata) begin
        case(idata[6:0])
            LUI,
            AUIPC:
                imm_r = idata[31:12] << 12;
            JAL:
                imm_r = $signed({idata[31], idata[19:12], idata[20], idata[30:21], 1'b0});
            BXX:
                imm_r = $signed({idata[31], idata[7], idata[30:25], idata[11:8], 1'b0});
            SXX:
                imm_r = $signed({idata[31:25], idata[11:7]});
            LXX,
            JALR:
                imm_r = $signed(idata[31:20]);
            IXX:
                case(idata[14:12])
                    3'd0,        
                    3'd2,        
                    3'd3,        
                    3'd4,        
                    3'd6,        
                    3'd7:        
                        imm_r = $signed(idata[31:20]);
                    3'd1,        
                    3'd5:        
                        imm_r = {27'b0, idata[24:20]};
                endcase
            RXX:
                imm_r = 32'b0;
            default:
                imm_r = 32'b0;
        endcase
    end
    assign imm = imm_r;
endmodule
module regfile ( input [4:0] rs1,      
                 input [4:0] rs2,      
                 input [4:0] rd,       
                 input we,             
                 input [31:0] wdata,   
                 output [31:0] rv1,    
                 output [31:0] rv2,    
                 input clk             
               );
    reg [31:0] internalRegisters [0:31];
    reg [31:0] rv1_r, rv2_r;
    integer i;
    initial begin
        for (i=0;i<32;i=i+1)
            internalRegisters[i] = 32'b0;
    end
    always @(posedge clk) begin
        if (we == 1'b1) begin
            if(rd == 5'd0)
                internalRegisters[rd] <= 32'd0;
            else
                internalRegisters[rd] <= wdata;
        end
    end
    assign rv1 = internalRegisters[rs1];
    assign rv2 = internalRegisters[rs2];
endmodule
```

==> flow_metrics.tcl <==
# implementation run metrics
set metrics [dict create \
    post_cts_resized 0 \
    yosys-stat-cells 6913 \
    maxCapViolations 0 \
    synth_area_per_cell_um2 9.946 \
    clk_pin_slew_ns 0.06 \
    grt-ovfl-total 0 \
    fmax_ghz 0.02171 \
    cpMaxStageDelayCell "a2111oi_0" \
    synth_warnings 7 \
    grt_max_degree 96 \
    clockBufferDepth 3 \
    io_buffers 165 \
    pin_count 166 \
    status "completed" \
    gp_congestion 1.090 \
    fin_total_pwr_uw 1371 \
    finalSetupTns_ns 0 \
    max-vdd-ir-drop_uv 16.94 \
    yosys_area_um2 68760 \
    vias_per_cell 6.678 \
    rsz0062_at_grt "no" \
    detailed_place_hpwl_um 288900 \
    skew_ns 0.1095 \
    worstMarginPinSlew_ns 1.459 \
    setup_viol 0 \
    ys_seq_share 0.4565 \
    p_int_uw 953.1 \
    die_h_um 480.7 \
    crit_top_cell "buf_4" \
    worstPathArrival_ns 28.65 \
    cts_tree "built" \
    die_w_um 480.7 \
    antenna_found_initial 51 \
    drtPass1Iterations 6 \
    power_density_nw_per_um2 17.16 \
    fp-utilization 0.3022 \
    postPlaceCellArea_um2 75790 \
    clk_latency_ns 0.84 \
    antenna_left 0 \
    synth-async-reset-ratio 0 \
    layout-drive-gt1-share 0.1314 \
    hp-start "iaddr[27]" \
    hold_viol 0 \
    crit_start "idata[15]" \
    end_kind "primary output" \
    maxSlewViolCount 0 \
    ys_ff 1056 \
    power_frac_comb 0.199 \
    chip_area_um2 231100 \
    warning_count 90 \
    cts_buffers 112 \
    clockPowerShare 0.387 \
    timing.rr.start "rf.internalRegisters[19][9]" \
    syn_area_um2 68760 \
    total_leakage_power_uw 0.02712 \
    grt_pass1_vias 65790 \
    cts.sinks 1056 \
    cp.required_ns 69.68 \
    r2r_slack_ns 76.71 \
    synthCells 6913 \
    coreArea_um2 227500 \
    rows 175 \
    yosysUniqueCellTypes 124 \
    layout.cell_area.non_filler_um2 79910 \
    cp_max_fo 31 \
    synthToLayoutAreaGrowth_pct 16.23 \
    wl_um 418100 \
    crit_type "input pin to primary output" \
    switching_share 0.3049 \
    cts_setup_buffers 0 \
    holdWs_ns 0.6780 \
    vias 68240 \
    postCtsHoldBufs 0 \
    setup.worst_path.start_class "input pin" \
    hold_class "register to register" \
    h-tree-depth 3 \
    drt-initial-drc-count 8423 \
    timing.final.crit_share 0.5289 \
    edf_count 1024 \
    grt_pass1_wl_um 560400 \
    slowest_delay_ns 0.85 \
    relSlewSlack 0.02013 \
    track_usage 0.3705 \
    drc 0 \
    ys.flop_type "edfxtp_1" \
    switchingPower_uw 418.0 \
    routedWlPerCell_um 40.92 \
    post-route-min-period_ns 46.07 \
    root_buffer "clkbuf_16" \
    seq_power_share 0.413 \
]
per-layer routing:
metal / global-route usage / vias to the layer above / wire [um]
li1: - / 27520 / -
met1: 0.4214 / 32990 / 141700
met2: 0.4886 / 6145 / 165900
met3: 0.2606 / 1503 / 73690
met4: 0.2376 / 84 / 34120
met5: 0.09445 / - / 2756
power groups by stage:
stage,combinational (uW),sequential [uW],clock [uW]
6_report,273,567,531
5_1_grt,284,567,551
4_1_cts,263,566,533
worst paths after layout:
kind	cells past startpoint	end
min reg2reg	2	iaddr[27]
min	2	iaddr[27]
max	29	daddr[31]
max reg2reg	30	iaddr[26]
metrics by stage:
step                      setup slack [ns]  instances    util
after floorplan                      45.17       6913       -
after global placement               41.37       9960  0.3331
after detailed placement             41.43       9960  0.3331
after CTS                            41.41      10170  0.3507
after global routing                 40.52      10190  0.3509
final                                41.03      10220  0.3513
layout by cell type (no fill, tap or decap), types with 39 or more instances in the layout:
master / instances
a211oi_1: 132
a21o_1: 75
a21oi_1: 453
a221oi_1: 98
a22oi_1: 99
a31oi_1: 132
and3_1: 52
buf_4: 434
clkbuf_16: 113
clkdlybuf4s50_1: 159
diode_2: 48
edfxtp_1: 1024
ha_1: 158
inv_1: 173
mux2_2: 63
mux2i_1: 361
nand2_1: 623
nand3_1: 162
nand4_1: 71
nor2_1: 529
nor2_4: 39
nor2b_1: 41
nor3_1: 166
nor4_1: 46
o211ai_1: 124
o21ai_0: 338
o221ai_1: 155
o22ai_1: 83
o311ai_0: 41
o31ai_1: 51
or3_1: 66
xnor2_1: 62
area by class of cell:
cell class	instances	area [um2]
fill	22320	147600
multi-input combinational	5103	34860
sequential	1056	31390
timing repair buffer	606	5075
tap	3009	3765
clock buffer	129	2888
clock inverter	82	1116
inverter	186	698.2
antenna	48	120.1
cells in the mapped netlist (98+ instances only):
library cell / count / area (um2)
edfxtp_1: 1024 / 30750
nand2_1: 627 / 2354
nor2_1: 600 / 2252
a21oi_1: 458 / 2292
mux2i_1: 361 / 3613
o21ai_0: 339 / 1697
clkbuf_1: 278 / 1044
buf_2: 181 / 905.9
inv_1: 176 / 660.6
nor3_1: 173 / 865.8
nand3_1: 166 / 830.8
ha_1: 158 / 1977
o221ai_1: 156 / 1366
a211oi_1: 133 / 998.5
a31oi_1: 132 / 825.8
o211ai_1: 124 / 930.9
a22oi_1: 99 / 743.2
a221oi_1: 98 / 858.3
flip-flops by register name, indices dropped and copies added, names as in the netlist:
name	flops
iaddr	32
rf.internalRegisters	1024
worst max-delay path, delay by kind of cell:
kind                       cells  cell delay [ns]
AOI/OAI and AO/OA             13             5.43
adders and majority gates      1             0.43
buffers and inverters          8             3.16
and+or+nand+nor                7             2.13
logic make-up (layout without fill, tap and decap cells):
kind of cell | Yosys count | count (layout) | share of synthesized area
mux | 447 | 447 | 0.07030
other cells | 0 | 48 | 0
flops | 1056 | 1056 | 0.4565
buf+inv | 754 | 1003 | 0.04666
compound gates | 2349 | 2349 | 0.2439
simple gates | 2054 | 2054 | 0.1411
xor+xnor | 91 | 91 | 0.01159
fa+ha+maj | 162 | 162 | 0.02992
Power figures rest on the tool's default switching activity, not on a simulated workload.
